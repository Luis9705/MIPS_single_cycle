==> /design/flow/design.v <==
package definitions_pkg;
typedef enum logic [5:0] {
	R_TYPE  = 6'd0,
	ADDI = 6'd1,
	SUBI = 6'd2,	
	ANDI = 6'd3,
	ORI  = 6'd4,
	XORI = 6'd5,
	LUI  = 6'd6,
	LLI  = 6'd7,
	LWR  = 6'd8,
	SWR  = 6'd9,
	LWI  = 6'd10,
	SWI  = 6'd11,
	BEQ  = 6'd12,
	BNE  = 6'd13,
	J    = 6'd14,
	JAL  = 6'd15,
	RET  = 6'd16,
	BLTE = 6'd17
} op_t;
typedef enum logic [5:0] {
	ADD_R  = 6'd0,
	SUB_R  = 6'd1,	
	AND_R  = 6'd2,
	OR_R   = 6'd3,
	XOR_R  = 6'd4,
	SLL_R  = 6'd5,
	SRL_R  = 6'd6,
	SLA_R  = 6'd7,
	SRA_R  = 6'd8
} func_t;
typedef enum logic [3:0] {
	ADD =	4'b0000,
	SUB =	4'b0001,	
	AND =	4'b0010,
	OR =	4'b0011,
	XOR =	4'b0100,
	SLL =	4'b0101,
	SRL =	4'b0110,
	SLA =	4'b0111,
	SRA =	4'b1000,
	LU =	4'b1001,
	LL =	4'b1010,
	NO_OP = 4'b1011
} alu_op_t;
typedef enum logic [1:0] {
	INCREMENT =	2'd0,
	BRANCH    = 2'd1,
	JUMP 		 = 2'd2,
	RETURN 	 = 2'd3
} pc_sel_t;
typedef enum logic [1:0] {
	ALU_RESULT  =	2'd0,
	DATA_MEM    =  2'd1,
	R31_DATA 	=  2'd2
} data_write_t;
typedef enum logic [1:0] {
	RD_VALUE    =	2'd0,
	RT_VALUE   =  2'd1,
	R31_ADDR 	=  2'd2
} rd_t;
typedef enum logic {
	IMM_VALUE    =	1'd0,
	QT_VALUE   =  1'd1
} b_t;
typedef enum logic {
	ADDR_RT_VALUE =  1'd0,
	ADDR_R31      =  1'd1
} rt_t;
endpackage
module data_memory #(DATA_LENGTH=32, MEM_LENGTH = 512)(
	input clk,
	input logic dm_we,
	input logic [15:0] dm_address,
	input logic [DATA_LENGTH-1:0] dm_d,
	output logic [DATA_LENGTH-1:0] dm_q
	);
	reg [DATA_LENGTH-1:0] mem [MEM_LENGTH-1:0];
	assign dm_q = mem[dm_address];
	always_ff @(posedge clk)begin	
		if(dm_we) mem[dm_address] <= dm_d;
	end
endmodule
==> /design/flow/run.sh <==
#!/bin/bash
# OpenROAD 26Q1-2900-gdf79404cd8, Yosys 0.63+post, stock flow scripts
make -C /OpenROAD-flow-scripts/flow DESIGN_CONFIG=/design/flow/config.mk WORK_HOME=/design/flow/orfs finish
==> /design/flow/config.mk <==
export PLATFORM = sky130hd
export DESIGN_NAME = data_memory
export DESIGN_NICKNAME = data_memory
export VERILOG_FILES = /design/flow/design.v
export SDC_FILE = /design/flow/constraint.sdc
export NUM_CORES = 4
export LEC_CHECK = 1
export CORE_UTILIZATION = 40
export SYNTH_HDL_FRONTEND = slang
export SYNTH_MEMORY_MAX_BITS = 65536
==> /design/flow/constraint.sdc <==
current_design data_memory

set clk_period 195.9
set clk_io_pct 0.2

create_clock -name clk0 -period $clk_period [get_ports {clk}]

set non_clock_inputs [all_inputs -no_clocks]
set_input_delay [expr $clk_period * $clk_io_pct] -clock clk0 $non_clock_inputs
set_output_delay [expr $clk_period * $clk_io_pct] -clock clk0 [all_outputs]
==> notes.md <==
Physical design

The run finished, with violations left. The final reports fail on antenna violations, max-capacitance violations, max-slew violations. Post-route period utilization is reported as 45.4%.

The area of all placed cells without fillers stands at 720000 µm². The timing-limited maximum frequency stands at 0.0112 GHz. STA classifies the critical path endpoint as an output port. Detailed routing inserted a total of 314k vias. The wire length of the first global-routing pass stands at 2720000 µm. The synthesis-to-finish area growth stands at 14.9%. During synthesis, Yosys emitted a total of 0 warnings.

The setup TNS stands at 0 ns. mem holds more flip-flops than any other register. The standby leakage power stands at 225 nW. After detailed routing, the total wire length is 2000000 µm. The number of violations reported at the end of detailed-routing iteration 0 stands at 23.1k. The critical path in this run is classified as input pin to output port. Entering global routing, the biggest net connects 116 pins. The worst setup slack after placement stands at 106.68 ns. Pins over their slew limit in the final report were tallied at 2. Headroom to the max-slew limit came out at -4.13%. The number of top-level pins stands at 82. The total die area stands at 1570000 µm².

From bottom edge to top edge, the die measures 1250 µm. The count of standard-cell rows stands at 459. Routability-driven placement finished with a final weighted congestion of 0.961. The quantity of hold-fixing buffers added after cts stands at 0. The synthesized design devotes to its leading area cell type 78.5% of total area. The synthesized design contains 16.4k enable-type register cells. The data required time reported for the critical path is 156.72 ns. The post-layout total power stands at 7.37 mW.

The cell count listed in synth_stat.txt stands at 28.5k. Fill cells in the final layout number 125k. For reference, the post-synthesis area per instance comes to 22.0 µm². Clock tree synthesis found a total of 16.4k sinks. The tree is rooted in a sky130_fd_sc_hd__clkbuf_16.

Per the run summary, max-cap violations total 1. For this run, the slowest stage of the critical path takes 1.01 ns. The synthesis stat section lists a flop and latch total of 16.4k. The worst setup path is launched from an input pin. Once detail routing completed, the nets flagged for antenna violations numbered 1. The layout summary lists the proportion of cells stronger than drive strength 1 as 27.3%. The register with the most flip-flops in the layout has 16.4k of them. The synthesized netlist occupies a cell area of 626000 µm². The via count of the first global-routing pass was 339k. Per STA, the endpoint of the critical path is dm_q[22].

After the flow finishes, the layout carries non-filler instances totaling 53.0k. The worst path needs 89.01 ns of the cycle, external delays included. The critical path goes through buf_16 -> buf_4 -> buf_4 -> buf_4 -> buf_4 -> buf_4 -> buf_4 -> buf_4 -> buf_4 -> buf_4 -> mux4_2 -> mux4_2 -> and2_1 -> a211oi_1 -> buf_4 -> nand4_1 -> or4_1 -> clkdlybuf4s50_1.

Counting along the longest clock path gives a buffer depth of 6. The post-synthesis sequential area ratio stands at 78.5%. The chip width stands at 1250 µm. The core outline area stands at 1560000 µm². The synthesis report names the predominant flop master as sky130_fd_sc_hd__edfxtp_1.

The largest individual stage delay along the critical path comes from the cell sky130_fd_sc_hd__or4_1. The worst path setup slack after routing stands at 106.89 ns. The total clock buffers created by CTS stands at 1695. The most numerous cell type found on the critical path is sky130_fd_sc_hd__buf_4. For reference, the top cells by area after synthesis are sky130_fd_sc_hd__edfxtp_1, sky130_fd_sc_hd__mux4_2, sky130_fd_sc_hd__mux2i_1. The fraction of the core area occupied by cells at floorplan stands at 40.1%. The total instance count after detailed placement stands at 49.6k. The transition at the pin with the smallest max-transition slack stands at 1.56 ns.

The via count normalized by instance count stands at 5.92. The average routed wire per standard cell stands at 37.8 µm. The count of mapped cells out of synthesis stands at 28.5k. The residual DRC count stands at 0.

The core occupancy in the finished layout stands at 46.1%. The most critical setup path has its startpoint at dm_address[0]. The number of antenna violations at the first check in global routing was 234. The count of warning messages emitted by the tools stands at 42. Across all hold checks on the routed design, the worst slack comes to 38.24 ns. The worst ir drop on vdd stands at 0.0110 mV. The cell type that accounts for the most area after synthesis is sky130_fd_sc_hd__edfxtp_1. The number of buffers inserted by port buffering stands at 74. In the synthesized netlist the async set-or-reset flop fraction comes to 0%. The total track usage stands at 28.0%. Setup repair after global routing left no endpoint under its margin.

Looking at the worst setup and hold paths, the clock pins of their registers show a slew of 0.06 ns. The total of cells resized after clock tree synthesis stands at 0. Sorting the synthesized cells by how often they occur yields sky130_fd_sc_hd__edfxtp_1, sky130_fd_sc_hd__mux4_2, sky130_fd_sc_hd__mux2i_1. The final timing report lists a hold violation count of 0.

According to the dpl log, the detail-placed design has an HPWL of 1240000 µm. Power spread over the standard cell area amounts to 10.2 nW/µm². The residual overflow from global routing stands at 0. The chip area line of the yosys report stands at 626000 µm². The number of setup buffers added after CTS stands at 0. The critical-path maximum fanout stands at 36.

The H-tree depth stands at 7. The post-synthesis cell type count stands at 79. The final number of setup-violating endpoints stands at 0. The standard cell area after detailed placement stands at 665000 µm². TritonCTS built the clock tree. The registers reported with the highest flop counts are mem x16384.

The arrival time of the worst setup path stands at 49.83 ns. The first detailed-routing pass took 6 iterations. Looking at the gate-level netlist, the highest instance count belongs to sky130_fd_sc_hd__edfxtp_1.

In this run the worst hold path is classified as input pin to flop.
[placed cells by master, fill, tap and decap left out, types with 29 or more instances in the layout]
cell	n
sky130_fd_sc_hd__nand3_1	209
sky130_fd_sc_hd__nor3_1	88
sky130_fd_sc_hd__nor2_1	85
sky130_fd_sc_hd__a22o_1	243
sky130_fd_sc_hd__a211oi_1	147
sky130_fd_sc_hd__nand4_1	452
sky130_fd_sc_hd__o21ai_0	354
sky130_fd_sc_hd__diode_2	447
sky130_fd_sc_hd__a22oi_1	616
sky130_fd_sc_hd__mux4_2	3354
sky130_fd_sc_hd__nand2_2	29
sky130_fd_sc_hd__mux2_2	284
sky130_fd_sc_hd__clkinv_2	303
sky130_fd_sc_hd__clkbuf_16	1717
sky130_fd_sc_hd__a221oi_1	151
sky130_fd_sc_hd__nand2_1	534
sky130_fd_sc_hd__clkinvlp_4	29
sky130_fd_sc_hd__bufinv_16	183
sky130_fd_sc_hd__a31oi_1	95
sky130_fd_sc_hd__clkinv_1	388
sky130_fd_sc_hd__o22ai_1	424
sky130_fd_sc_hd__a21oi_1	444
sky130_fd_sc_hd__a32oi_1	41
sky130_fd_sc_hd__buf_4	1948
sky130_fd_sc_hd__clkdlybuf4s50_1	33
sky130_fd_sc_hd__buf_12	30
sky130_fd_sc_hd__and4_1	33
sky130_fd_sc_hd__inv_1	29
sky130_fd_sc_hd__buf_8	34
sky130_fd_sc_hd__and3_1	50
sky130_fd_sc_hd__o211ai_1	67
sky130_fd_sc_hd__clkbuf_1	319
sky130_fd_sc_hd__nor2b_1	43
sky130_fd_sc_hd__nor2_4	520
sky130_fd_sc_hd__mux2i_1	1587
sky130_fd_sc_hd__edfxtp_1	16400
[cell type report]
cell class	instances	area, µm²	share of cell area, %
antenna	447	1120	0.155
timing repair buffer	2052	16200	2.24
inverter	33	144	0.0200
clock buffer	2036	44200	6.13
sequential	16400	492000	68.3
multi-input combinational	10400	131000	18.2
clock inverter	948	9300	1.29
tap	20700	26000	3.61
[layer usage]
layer	share of wire (%)	up-vias	global-route usage, %
li1	-	126000	-
met1	26	157000	26.0
met2	43	26000	37.3
met3	24	4345	29.4
met4	6.2	344	13.3
met5	0.80	-	9.03
[worst max-delay path, delay by kind of cell]
family                 cells  cell delay (ns)
buffers and inverters     12             6.80
AND/OR/NAND/NOR            3             1.57
AND-OR/OR-AND              1             0.74
multiplexers               2             1.20
[worst min-delay path by stage]
stage	endpoint	slack, ns	startpoint	depth (start not counted)
final	mem[350][25]	38.24	dm_d[25]	1
after global routing	mem[176][29]	38.24	dm_d[29]	1
after CTS	mem[176][29]	38.17	dm_d[29]	1
[power by group]
group	internal (mW)	switching [mW]	leakage, nW	total, mW
clock network	1.83	1.31	26.2	3.14
logic	0.110	0.254	51.3	0.364
registers	3.86	0.000853	147	3.86
total	5.80	1.56	225	7.37
[cell families after synthesis]
| group | synth area share (%) |
|---|---|
| mux | 15.1 |
| flops | 78.5 |
| simple gates | 1.78 |
| compound gates | 3.18 |
| buf+inv | 1.39 |
No activity file was given, so power comes from the tool's default toggle rates.

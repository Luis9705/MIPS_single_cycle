--- ./config.mk ---
export PLATFORM = sky130hd
export DESIGN_NAME = mips_single_cycle
export DESIGN_NICKNAME = mips_single_cycle
export VERILOG_FILES = /design/flow/design.v
export SDC_FILE = /design/flow/constraint.sdc
export NUM_CORES = 4
export LEC_CHECK = 1
export CORE_UTILIZATION = 50
export SYNTH_HDL_FRONTEND = slang
--- ./constraint.sdc ---
current_design mips_single_cycle

set clk_period 56.3
set clk_io_pct 0.2

create_clock -name clk0 -period $clk_period [get_ports {clk}]

set non_clock_inputs [all_inputs -no_clocks]
set_input_delay [expr $clk_period * $clk_io_pct] -clock clk0 $non_clock_inputs
set_output_delay [expr $clk_period * $clk_io_pct] -clock clk0 [all_outputs]
--- ./design.v ---
package definitions_pkg;
typedef enum logic [5:0] {
	R_TYPE  = 6'd0,
	ADDI = 6'd1,
	SUBI = 6'd2,	
	ANDI = 6'd3,
	ORI  = 6'd4,
	XORI = 6'd5,
	LUI  = 6'd6,
	LLI  = 6'd7,
	LWR  = 6'd8,
	SWR  = 6'd9,
	LWI  = 6'd10,
	SWI  = 6'd11,
	BEQ  = 6'd12,
	BNE  = 6'd13,
	J    = 6'd14,
	JAL  = 6'd15,
	RET  = 6'd16,
	BLTE = 6'd17
} op_t;
typedef enum logic [5:0] {
	ADD_R  = 6'd0,
	SUB_R  = 6'd1,	
	AND_R  = 6'd2,
	OR_R   = 6'd3,
	XOR_R  = 6'd4,
	SLL_R  = 6'd5,
	SRL_R  = 6'd6,
	SLA_R  = 6'd7,
	SRA_R  = 6'd8
} func_t;
typedef enum logic [3:0] {
	ADD =	4'b0000,
	SUB =	4'b0001,	
	AND =	4'b0010,
	OR =	4'b0011,
	XOR =	4'b0100,
	SLL =	4'b0101,
	SRL =	4'b0110,
	SLA =	4'b0111,
	SRA =	4'b1000,
	LU =	4'b1001,
	LL =	4'b1010,
	NO_OP = 4'b1011
} alu_op_t;
typedef enum logic [1:0] {
	INCREMENT =	2'd0,
	BRANCH    = 2'd1,
	JUMP 		 = 2'd2,
	RETURN 	 = 2'd3
} pc_sel_t;
typedef enum logic [1:0] {
	ALU_RESULT  =	2'd0,
	DATA_MEM    =  2'd1,
	R31_DATA 	=  2'd2
} data_write_t;
typedef enum logic [1:0] {
	RD_VALUE    =	2'd0,
	RT_VALUE   =  2'd1,
	R31_ADDR 	=  2'd2
} rd_t;
typedef enum logic {
	IMM_VALUE    =	1'd0,
	QT_VALUE   =  1'd1
} b_t;
typedef enum logic {
	ADDR_RT_VALUE =  1'd0,
	ADDR_R31      =  1'd1
} rt_t;
endpackage
module PC(
input logic clk,
	input logic asyn_n_rst,
	input logic [31:0] D,
	output logic [31:0] PC
	);
	always_ff @(posedge clk or negedge asyn_n_rst) begin	
		if(!asyn_n_rst) PC <= 32'b0;
		else PC <= D;
	end
endmodule
import definitions_pkg::*;
module alu(
	input logic  [31:0] a,
	input logic  [31:0] b,
	input alu_op_t op,
	output logic Z,
	output logic C,
	output logic N,
	output logic O,
	output logic lte,
	output logic equal,
	output logic [31:0] r
	);
	logic extend;
	logic [32:0] extended_sum;
	logic [31:0] sum_result;
	always_comb begin
		case(op)
			ADD: 	r	=	sum_result;
			SUB:	r	=	a-b;
			AND:	r	=	a&b;
			OR:	r	=	a|b;
			XOR:	r	=	a^b;
			SLL:	r	=	b<<a;
			SRL:	r	=	b>>a;
			SLA:	r	=	$signed(b)<<<a;
			SRA:	r	= 	$signed(b)>>>a;
			LU:	r	=	{b[15:0],16'b0};
			LL:	r	=	{16'b0,b[15:0]};
			default: r = 'z;
		endcase
	end
	always_comb begin
		extended_sum = {1'b0, a} + {1'b0, b}; 
		C = extended_sum[32];
		{extend, sum_result} = {a[31], a} + {b[31], b}; 
		O = ({extend, sum_result[31]} == 2'b01);
	end
		assign Z	= (r==0);
		assign N = r[31];
		assign equal = (a==b);
		assign lte = (b <= a);
endmodule
import definitions_pkg::*;
module controller(
	input clk,
	input op_t op,
	input func_t func,
	input logic equal,
	input logic lte,
	output logic we,
	output logic muxSel_sa,
	output logic dm_we,
	output rd_t muxSel_rd,
	output rt_t muxSel_rt,
	output b_t muxSel_b,
	output data_write_t muxSel_result,
	output logic muxSel_dm_address,
	output pc_sel_t muxSel_pc,
	output logic sel_sign
	);
	always_comb begin	
		case(op)
			R_TYPE:begin
				case(func)
					SLL : muxSel_sa = 1'b1;
					SRL : muxSel_sa = 1'b1;
					SLA : muxSel_sa = 1'b1;
					SRA : muxSel_sa = 1'b1;
					default : muxSel_sa = 1'b0;
				endcase
			end
			default muxSel_sa = 1'b0;
		endcase
	end
	always_comb begin	
		case(op)
			R_TYPE:muxSel_rd = RD_VALUE;
			JAL   :muxSel_rd = R31_ADDR;
			default muxSel_rd = RT_VALUE;
		endcase
	end
	always_comb begin	
		case(op)
			R_TYPE:muxSel_b = QT_VALUE;
			BEQ : muxSel_b = QT_VALUE;
			BNE : muxSel_b = QT_VALUE;
			BLTE : muxSel_b = QT_VALUE;
			default muxSel_b = IMM_VALUE;
		endcase
	end
	always_comb begin	
		case(op)
			RET : muxSel_rt = ADDR_R31;
			default muxSel_rt = ADDR_RT_VALUE;
		endcase
	end
	always_comb begin	
		case(op)
			SWR : we = 1'b0;
			SWI : we = 1'b0;
			BEQ : we = 1'b0;
			BNE : we = 1'b0;
			BLTE: we = 1'b0;
			J   : we = 1'b0;
			RET : we = 1'b0;
			default we = 1'b1;
		endcase
	end
	always_comb begin	
		case(op)
			SWR : dm_we = 1'b1;
			SWI :  dm_we = 1'b1;
			default dm_we = 1'b0;
		endcase
	end
	always_comb begin	
		case(op)
			LWR : muxSel_result = DATA_MEM;
			LWI : muxSel_result = DATA_MEM;
			JAL : muxSel_result = R31_DATA;
			default muxSel_result = ALU_RESULT;
		endcase
	end
	always_comb begin	
		case(op)
			LWR : muxSel_dm_address = 1'b1;
			SWR : muxSel_dm_address = 1'b1;
			LWI : muxSel_dm_address = 1'b0;
			SWI : muxSel_dm_address = 1'b0;
			default muxSel_dm_address = 1'b0;
		endcase
	end
	always_comb begin	
		case(op)
			BEQ : muxSel_pc = (equal)  ? BRANCH : INCREMENT;
			BNE : muxSel_pc = (~equal) ? BRANCH : INCREMENT;
			BLTE: muxSel_pc = (lte) ? BRANCH : INCREMENT;
			J   : muxSel_pc = JUMP;
			JAL : muxSel_pc = JUMP;
			RET : muxSel_pc = RETURN;
			default muxSel_pc = INCREMENT;
		endcase
	end
	always_comb begin	
		case(op)
			ANDI : sel_sign = 1'b0;
			ORI  : sel_sign = 1'b0;
			XORI : sel_sign = 1'b0;
			default sel_sign = 1'b1;
		endcase
	end
endmodule
module extend #(parameter N_IN=16, parameter N_OUT = 32)(
		input logic [N_IN-1:0]	immediate,
		input sign,
		output logic [N_OUT -1:0]	extended	
		);
		logic [N_OUT -1:0] zero_extended;
		logic [N_OUT -1:0] sign_extended;
		always_comb begin
			if(sign) extended = sign_extended;
			else extended = zero_extended;
		end
		assign zero_extended = {{N_OUT - N_IN{1'b0}},immediate};
		assign sign_extended = immediate[N_IN-1] ? {{N_OUT - N_IN{1'b1}},immediate}:{{N_OUT - N_IN{1'b0}},immediate};
endmodule
import definitions_pkg::*;
module instruction_decoder(
	input op_t op,
	input func_t func,
	output alu_op_t alu_op
	);
	always_comb begin
		case(op)
			R_TYPE:begin
				case(func)
					ADD_R: 	alu_op	=	ADD;
					SUB_R:	alu_op	=	SUB;
					AND_R:	alu_op	=	AND;
					OR_R:	alu_op	=	OR;
					XOR_R:	alu_op	=	XOR;
					SLL_R:	alu_op	=	SLL;
					SRL_R:	alu_op	=	SRL;
					SLA_R:	alu_op	=	SLA;
					SRA_R:	alu_op	= 	SRA;
					default alu_op = NO_OP;
				endcase
			end
			ADDI: alu_op	=	ADD;
			SUBI:	alu_op	=	SUB;
			ANDI:	alu_op	=	AND;
			ORI:	alu_op	=	OR;
			XORI:	alu_op	=	XOR;
			LUI:	alu_op	=	LU;
			LLI:	alu_op	=	LL;
			default alu_op = NO_OP;
		endcase
	end
endmodule
import definitions_pkg::*;
module mips_single_cycle(
	input logic asyn_n_rst,
	input logic clk,
	input logic [31:0] instruction,
	input logic [31:0] dm_q,
	output logic [31:0] PC,
	output logic [15:0] dm_address,
	output logic [31:0] dm_d,
	output logic dm_we
	);
	op_t op;
	func_t func;
	alu_op_t alu_op;
	logic [31:0] next_pc;
	logic we;
	logic muxSel_sa;
	b_t muxSel_b;
	rd_t muxSel_rd;
	rt_t muxSel_rt;
	data_write_t muxSel_result;
	logic muxSel_dm_address;
	pc_sel_t muxSel_pc;
	logic sel_sign;
	logic [31:0] a;
	logic [31:0] qt;
	logic [31:0] d;
	logic [31:0] r;
	logic [31:0] qs;
	logic [31:0] b;
	logic [15:0] imm;
	logic [25:0] addr;
	logic [31:0] imm_b;
	logic [31:0] sa_extend;
	logic [4:0] sa;
	logic [4:0] rs;
	logic [4:0] rt;
	logic [4:0] rd;
	logic [4:0] rt_in;
	logic Z;
	logic C;
	logic N;
	logic O;
	logic Z_flag;
	logic C_flag;
	logic N_flag;
	logic O_flag;
	logic equal;
	logic lte;
	assign op = op_t'(instruction[31:26]);
	assign func = func_t'(instruction[5:0]);
	assign rs = instruction[25:21];
	assign rt = instruction[20:16];
	assign sa = instruction[10:6];
	assign imm = instruction[15:0];
	assign addr = instruction[25:0];
	assign dm_d = qt;
	always_comb begin	
		if(muxSel_dm_address)
			dm_address = qs[15:0];
		else
			dm_address = imm;
	end
	extend #(.N_IN(16), .N_OUT(32)) signExtend_imm (
		.immediate(imm),
		.extended(imm_b),
		.sign(sel_sign)
		);
	extend #(.N_IN(5), .N_OUT(32)) signExtend_sa (
		.immediate(sa),
		.extended(sa_extend),
		.sign(1'b1)	
		);
	controller control_unit(
	.clk(clk),
	.op(op),
	.func(func),
	.equal(equal),
	.lte(lte),
	.we(we),
	.muxSel_sa(muxSel_sa),
	.dm_we(dm_we),
	.muxSel_rd(muxSel_rd),
	.muxSel_rt(muxSel_rt),
	.muxSel_result(muxSel_result),
	.muxSel_b(muxSel_b),
	.muxSel_dm_address(muxSel_dm_address),
	.muxSel_pc(muxSel_pc),
	.sel_sign(sel_sign)
	);
	instruction_decoder i_decoder(
	.op(op),
	.func(func),
	.alu_op(alu_op)
	);
	always_comb begin		
		case(muxSel_result)
			ALU_RESULT : d = r;
			DATA_MEM   : d = dm_q;
			R31_DATA   : d = PC + 32'd1;
			default d = r;
		endcase
	end
	always_comb begin		
		case(muxSel_rd)
			RD_VALUE : rd = instruction[15:11];
			RT_VALUE : rd = rt;
			R31_ADDR : rd = 5'd31;
			default rd = rt;
		endcase
	end
	always_comb begin	
		case(muxSel_rt)
			ADDR_RT_VALUE  : rt_in = rt;
			ADDR_R31 : rt_in = 5'd31;
			default rt_in = rt;
		endcase
	end
	regfile rf(
	.clk(clk),
	.we(we),
	.rs(rs),
	.rt(rt_in),
	.rd(rd),
	.d(d),
	.qs(qs),
	.qt(qt)
	);
	always_comb begin	
		if(muxSel_sa)
			a = sa_extend;
		else
			a = qs;
	end
	always_comb begin	
		case(muxSel_b)
			QT_VALUE  : b = qt;
			IMM_VALUE : b = imm_b;
			default b = imm_b;
		endcase
	end
	alu alu(
	.a(a),
	.b(b),
	.op(alu_op),
	.Z(Z),
	.C(C),
	.N(N),
	.O(O),
	.equal(equal),
	.lte(lte),
	.r(r)
	);
 status_reg status_reg(
	.clk(clk),
	.asyn_n_rst(asyn_n_rst),
	.Z_in(Z),
	.C_in(C),
	.N_in(N),
	.O_in(O),
	.Z(Z_flag),
	.C(C_flag),
	.N(N_flag),
	.O(O_flag)
	);
	always_comb begin	
		case(muxSel_pc)
			INCREMENT : next_pc = PC + 32'd1;
			BRANCH    : next_pc = imm_b;
			JUMP      : next_pc = {{6'b0},addr};
			RETURN    : next_pc = qt;
			default     next_pc = PC;
		endcase
	end
	PC program_counter(
	.clk(clk),
	.asyn_n_rst(asyn_n_rst),
	.D(next_pc),
	.PC(PC)
	);
endmodule
module regfile #(parameter SECT=5)(
	input logic clk,
	input logic we,
	input logic [SECT-1:0]	rs,
	input logic [SECT-1:0]	rt,
	input logic	[SECT-1:0]	rd,
	input logic	[31:0]	d,
	output logic	[31:0]	qs,
	output logic	[31:0]	qt
	);
	logic [31:0] RF	[31:0];
	assign qs = RF[rs];
	assign qt = RF[rt];
	always_ff @(posedge clk)begin	
		if(we) RF[rd] <= d;
	end
endmodule
module status_reg(
	input logic clk,
	input logic asyn_n_rst,
	input logic Z_in,
	input logic C_in,
	input logic N_in,
	input logic O_in,
	output logic Z,
	output logic C,
	output logic N,
	output logic O
	);
	always_ff @(posedge clk or negedge asyn_n_rst) begin
		if(!asyn_n_rst) begin
			{Z,C,N,O} <= 4'b0;
		end else begin
			{Z,C,N,O} <= {Z_in, C_in, N_in, O_in};
		end
	end
endmodule
--- ./run.sh ---
#!/bin/bash
# OpenROAD 26Q1-2900-gdf79404cd8, Yosys 0.63+post, stock flow scripts
make -C /OpenROAD-flow-scripts/flow DESIGN_CONFIG=/design/flow/config.mk WORK_HOME=/design/flow/orfs finish
==> results.cfg <==
; physical design summary
[status]
outcome = completed

[cells_and_area]
area_growth_pct = 12.5
layout-drive-gt1-share = 0.183
post-route-util = 0.569
final_area_um2 = 69400

[yosys]
syn_avg_cell_area_um2 = 12.4
common_cells = 1,024 x edfxtp_1, 411 x mux2i_1, 328 x nand2_1, 303 x nor2_1, 265 x a21oi_1
ys_warn_count = 0
ys_top_logic_family = multiplexers
synth_xor_xnor_area_share = 0.00866
ys_sh_aoi = 0.159
netlist_area_um2 = 61700
async_reset_ff_frac = 0.0303
ys_seq_share = 0.512
flop_cell = edfxtp_1
synth-edff-count = 1024
yosys_area_um2 = 61700
yosysTopAreaCell = edfxtp_1
synthCells = 4974
ys_cells = 4974
yosys.cell_count.top_type = edfxtp_1
top_area_frac = 0.499
ys_seq_elements = 1056
muxShareOfSynthArea = 0.180
netlist-cell-type-count = 105
adder_share = 0.0209
ys_sh_simple = 0.0793
synthTopCellsByArea = edfxtp_1 50%, mux4_2 9.2%, mux2i_1 6.7%

[global_routing]
first_global_vias = 50611
grt_max_degree = 96
track_usage = 0.504
grt.overflow.total = 0
grt_pass1_wl_mm = 399
antenna_found_initial = 16

[pwr]
clkPwrFrac = 0.318
p_seq_frac = 0.433
switching_power_uw = 748
p_leak_uw = 0.0241
switching_share = 0.326
pwr-share-comb = 0.248
power_density_nw_per_um2 = 33.0
p_int_uw = 1540
ir_worst_vdd_uv = 30.1

[floorplan]
pin_count = 147
die_y_um = 353
core_um2 = 122000
row_count = 128
dieArea_um2 = 125000
die_x_um = 353
floorplanUtilization = 0.505

[sta]
relSlewSlack = 0.163
worst_pin_slew_ns = 1.26
drv_slew = 0
fin_tns_setup_ns = 0
fmax_mhz = 35.9
final_hold_viol_count = 0
fin_worst_skew_ns = 0.111
setup_viol = 0
fin_crit_ns = 27.84
setup_slack_ns = 28.46
post-route-period-util = 0.494
rsz0062_at_grt = no

[critical_path]
cp_max_fo = 30
start_kind = input port
crit_path_end_kind = primary output
worstPathRequired_ns = 45.04
critPathKind = input port to primary output
cp.arrival_ns = 16.58

[drt]
wirelength_mm = 290
drc = 0
drtPass1Iterations = 8
wl_per_cell_um = 42.4
viasPerCell = 7.34
drt_iter0_markers = 5213
ant_nets = 0
vias = 50157

[clock_network]
cts_max_path_buffers = 3
htreeDepth = 3
numCtsBuffers = 111
cts_setup_buffers = 0
clock_sinks = 1056
cts_tree = built
clkTransAtPathRegs_ns = 0.06
cts_hold_buf = 0
cts_resized = 0
clockRootBuffer = clkbuf_16
clk_latency_ns = 0.79

[placed_design]
dp_hpwl_mm = 201
port_buffers = 146
postPlaceCellArea_um2 = 65800
post-place-ws_ns = 28.70
gp_congestion = 1.11

[flow_run]
maxCapViolCount = 0
warnings = 84

[hold_path]
hp-class = register to register
[path summary, 6_finish.rpt]
kind | slack [ns] | cells past startpoint | start | end
max in group asynchronous | 45.35 | 2 | asyn_n_rst | program_counter.PC[9]
worst min-delay path | 0.65 | 2 | rf.RF[31][2] | program_counter.PC[2]
worst min register to register | 0.65 | 2 | rf.RF[31][2] | program_counter.PC[2]
min in group asynchronous | 10.52 | 2 | asyn_n_rst | program_counter.PC[28]
worst max-delay path | 28.46 | 10 | instruction[28] | dm_d[17]
worst max register to register | 49.01 | 20 | rf.RF[2][4] | rf.RF[10][31]
[power groups by stage]
stage,clock network [uW],logic [uW],registers [uW]
after CTS,733,545,992
after global routing,759,588,995
final,730,569,993
[state kept, by name, indices dropped and copies added (netlist names)]
signal,flops
program_counter.PC,32
rf.RF,1024
[layer usage]
| layer | part of all wire | GRT usage | up-vias |
|---|---|---|---|
| met4 | 0.073 | 0.263 | 63 |
| met5 | 0.0060 | 0.0992 | - |
| met3 | 0.19 | 0.369 | 942 |
| met1 | 0.33 | 0.637 | 24526 |
| met2 | 0.41 | 0.646 | 4422 |
| li1 | - | - | 20204 |
[layout make-up]
class	count	area, um2
timing repair buffer	406	3470
clock buffer	135	2870
sequential	1056	31600
inverter	124	465
clock inverter	75	716
tap	1625	2030
multi-input combinational	3405	28300
fill	9956	52600
antenna	9	22.5
[placed cells by master (no fill, tap or decap), types with 29 or more instances in the layout]
cell,instances
a211oi_1,62
a21oi_1,253
a221o_1,37
a221oi_1,53
a22oi_1,158
a31oi_1,40
and2_1,32
and3_1,34
buf_4,258
clkbuf_16,111
clkdlybuf4s50_1,136
clkinv_1,34
dfrtp_1,32
edfxtp_1,1024
ha_1,100
inv_1,113
mux2_2,117
mux2i_1,410
mux4_2,253
nand2_1,327
nand3_1,103
nor2_1,267
nor2_4,36
nor2b_1,39
nor3_1,53
o211ai_1,53
o21ai_0,230
o221ai_1,59
o22ai_1,92
o31ai_1,31
xnor2_1,29
xor2_1,32
[cells by family after synthesis]
logic type                 count (synthesis)
AOI/OAI and AO/OA                       1412
xor gates and xnor gates                  61
adders and majority gates                102
buffers and inverters                    513
DFF                                     1056
muxes                                    781
and+or+nand+nor                         1049
[stage by stage]
step	hold slack, ns	power (uW)	instances
after global routing	0.657	2340	6828
after floorplan	0.508	1290	4974
final	0.647	2290	6835
after CTS	0.632	2270	6826
after detailed placement	0.646	1550	6616
after global placement	0.634	1550	6616
[critical path, stage by stage]
cell and delay, ns:
clkdlybuf4s50_1 0.74, or4b_2 0.82, buf_4 0.31, o21ai_4 0.72, buf_4 0.56, o221ai_1 0.23
a21oi_1 0.22, a21oi_1 0.13, o21ai_0 0.84, clkdlybuf4s50_1 0.63
No activity file was given, so power comes from the tool's default toggle rates.
